**design/flow/constraint.sdc**
```tcl
current_design project1_demo

set clk_period 4.0
set clk_io_pct 0.2

create_clock -name clk0 -period $clk_period [get_ports {mclk}]

set non_clock_inputs [all_inputs -no_clocks]
set_input_delay [expr $clk_period * $clk_io_pct] -clock clk0 $non_clock_inputs
set_output_delay [expr $clk_period * $clk_io_pct] -clock clk0 [all_outputs]
```
**design/flow/design.v**
```verilog
`timescale 1ns / 1ps
    module project1_demo(
        input mclk,
        input [15:0] sw,
        output [7:0] D0_seg, D1_seg,
        output [3:0] D0_a, D1_a
    );
    reg [28:0] cnt29 = 29'd0;  
    reg [7:0] seg_reg;
    always @(posedge mclk) begin
        cnt29 <= cnt29 + 1;
    end
    always @(posedge cnt29[24])
    begin
        if (cnt29[28:25] == 4'b0) begin
            seg_reg <= 8'hFE;
        end 
        else begin
            seg_reg <= 8'h00;
        end
    end
    assign D0_a = 4'b0010;
    assign D1_a = 4'b0000;
    assign D0_seg = seg_reg;
    assign D1_seg = seg_reg;
    endmodule
```
**design/flow/run.sh**
```bash
#!/bin/bash
# OpenROAD 26Q1-2900-gdf79404cd8, Yosys 0.63+post, stock flow scripts
make -C /OpenROAD-flow-scripts/flow DESIGN_CONFIG=/design/flow/config.mk WORK_HOME=/design/flow/orfs finish
```
**design/flow/config.mk**
```make
export PLATFORM = sky130hd
export DESIGN_NAME = project1_demo
export DESIGN_NICKNAME = project1_demo
export VERILOG_FILES = /design/flow/design.v
export SDC_FILE = /design/flow/constraint.sdc
export NUM_CORES = 4
export LEC_CHECK = 1
export CORE_AREA = 10 10 89 89
export DIE_AREA = 0 0 99 99
```
==> impl_metrics.ini <==
; implementation run metrics
[power_and_ir_drop]
finalPower_uw = 527
p_leak_nw = 0.476
ir_drop_v = 0.000195
cellPowerDensity_nw_per_um2 = 355

[hold_path]
hold_class = reg -> reg

[placed_design]
placed_area_um2 = 1400
dp_hpwl_um = 1360
io_buffers = 14
routabilityCongestion = 0.718
dp.cells = 205
dpl_worst_slack_ps = 2370

[clock_tree]
numCtsBuffers = 5
cts_hold_buffers = 0
clockBufferDepth = 2
htree_levels = 2
clk_latency_ps = 280
root_buffer = clkbuf_8
cts_resized = 0
cts.clk_slew.worst_paths_ps = 60
tritoncts = yes
cts_setup_buffers = 0

[route]
via_per_inst = 3.78
via_count = 801
dr.pass1.iters = 4
postRouteAntennaNets = 0
antenna_cells = 0
wirelength_um = 1980
drc = 0
wl_per_cell_um = 9.34
drtIter0Drc = 35

[die]
core_area_um2 = 5990
die_width_um = 99
die_h_um = 99
num_rows = 28
io_pins = 41
fp_util_pct = 22.1
chipArea_um2 = 9800

[finish]
final_cell_area_um2 = 1490
largest_reg_flops = 29
final_cells = 212
area_growth_pct = 12.3
drive_gt1_share_pct = 5.11
utilization_pct = 24.8

[final_timing]
hold_ws_ps = 426
rsz0062_at_grt = no
finalSetupViolCount = 0
hold_violations = 0
worst_pin_slew_ps = 560
setup_tns_ps = 0
fin_crit_ps = 1640
maxSlewViolCount = 0
unclocked_regs = 1
min_period_over_period_pct = 40.9
maxSlewHeadroom_pct = 62.4
layout_setup_ws_ps = 2360
skew_ps = 5.09
untimed_endpoints = 15
fmaxAchievable_ghz = 0.611

[synthesis]
yosys_warnings = 1
ys_area_um2 = 1320
ys.flops = 30
top_cells_by_area = dfxtp_1 (45%), xnor2_1 (17%), buf_4 (13%)
edf_count = 0
synth.top_cell.area_share_pct = 45.4
flop_cell = dfxtp_1
avgSynthCellArea_um2 = 9.87
top_area_cell = dfxtp_1
ys_cells = 134
yosys.cell_types.count = 17
syn_area_um2 = 1320
synth_seq_share_pct = 45.4
syn_inst = 134
async_flop_share_pct = 0

[global_route]
grt_max_degree = 15
track_usage_pct = 4.21
antenna_found_initial = 0
grt_pass1_wl_um = 3620
grt_overflow = 0
grt_pass1_vias = 794

[critical_path]
critical_path_class = reg -> reg
arrival_ps = 1800
critPathRequiredTime_ps = 4170
critPathLaunchType = flip-flop
critPathCaptureType = flip-flop
crit_fanout = 10

[run]
warning_count = 41
maxCapViolCount = 0

[run_status]
outcome = finished, final reports clean
-- cells in the final DEF (no fill, tap or decap), drive strengths merged, types with 6 or more instances in the layout --
cell and n:
nand2 6, clkdlybuf4s50 14, dfxtp 30, and3 8, conb 10, xnor2 25
clkbuf 7, nand3 15, nand4 11
-- cell usage after synthesis, drive strengths merged (2+ instances only) --
cell type	number
nor2	2
nor4	2
nand4	11
nand3	15
nand2	6
dfxtp	30
conb	2
xnor2	25
xor2	2
buf	26
and3	8
and4	2
-- critical path, cell delays in order, from the launching register on --
cell and delay (ps):
dfxtp_1 400, nand4_1 190, nor4_4 600, nand4_1 180, xnor2_1 150
-- final cells by class --
type	count	area [um^2]
flip-flops and latches	30	601
multi-input cells	85	561
clock buffers	7	86.3
repair buffers	14	140
well taps	75	93.8
fillers	623	4510
inverters	1	3.75
-- final timing paths --
| kind | start | to | slack, ps | depth (start not counted) |
|---|---|---|---|---|
| max | cnt29[8]$_DFF_P_ | cnt29[20]$_DFF_P_ | 2360 | 4 |
| min | cnt29[0]$_DFF_P_ | cnt29[0]$_DFF_P_ | 430 | 1 |
| max reg2reg | cnt29[8]$_DFF_P_ | cnt29[20]$_DFF_P_ | 2360 | 4 |
| min reg2reg | cnt29[0]$_DFF_P_ | cnt29[0]$_DFF_P_ | 430 | 1 |
-- kinds of logic (layout without fill, tap and decap cells) --
family	after synthesis	after routing	share of synthesized area, %
AND/OR/NAND/NOR	47	47	20.7
buffers and inverters	27	22	14.5
flip-flops	30	30	45.4
XOR/XNOR	27	27	17.9
adder cells (fa/ha/maj)	1	1	0.946
other	2	10	0.568
-- power by group --
group          internal, mW  switching [mW]  total [mW]
clock network         0.136           0.101       0.237
logic                     0        0.000461    0.000461
registers             0.289               0       0.289
-- per-layer routing --
layer	vias up	part of all wire [%]	track usage, %
li1	429	-	-
met1	345	52	6.10
met2	25	35	5.11
met3	2	12	2.82
met4	0	0.76	0.441
met5	-	0	0
Power is estimated from default activity; no workload was simulated.
