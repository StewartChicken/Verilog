$ cat flow/design.v
module hexEncode(input [3:0] bin, output [7:0] hex);
  assign hex = (bin==4'b0000)? 8'hC0 : (bin==4'b0001)? 8'hF9 :  
    (bin==4'b0010)? 8'hA4 : (bin==4'b0011)? 8'hB0 :  
    (bin==4'b0100)? 8'h99 : (bin==4'b0101)? 8'h92 :  
    (bin==4'b0110)? 8'h82 : (bin==4'b0111)? 8'hF8 :  
    (bin==4'b1000)? 8'h80 : (bin==4'b1001)? 8'h98 :  
    (bin==4'b1010)? 8'h88 : (bin==4'b1011)? 8'h83 :  
    (bin==4'b1100)? 8'hC6 : (bin==4'b1101)? 8'hA1 :  
    (bin==4'b1110)? 8'h86 : 8'h8E;  
endmodule
$ cat flow/run.sh
#!/bin/bash
# OpenROAD 26Q1-2900-gdf79404cd8, Yosys 0.63+post, stock flow scripts
make -C /OpenROAD-flow-scripts/flow DESIGN_CONFIG=/design/flow/config.mk WORK_HOME=/design/flow/orfs finish
$ cat flow/config.mk
export PLATFORM = sky130hd
export DESIGN_NAME = hexEncode
export DESIGN_NICKNAME = hexEncode
export VERILOG_FILES = /design/flow/design.v
export SDC_FILE = /design/flow/constraint.sdc
export NUM_CORES = 4
export LEC_CHECK = 1
export CORE_AREA = 10 10 70 70
export DIE_AREA = 0 0 80 80
$ cat flow/constraint.sdc
current_design hexEncode

set clk_period 1.8
set clk_io_pct 0.2

create_clock -name clk0 -period $clk_period

set non_clock_inputs [all_inputs -no_clocks]
set_input_delay [expr $clk_period * $clk_io_pct] -clock clk0 $non_clock_inputs
set_output_delay [expr $clk_period * $clk_io_pct] -clock clk0 [all_outputs]
==> impl_metrics.tcl <==
# collected from the flow reports
set metrics [dict create \
    status "finished clean" \
    initial_utilization_pct 6.74 \
    crit_slowest_cell "sky130_fd_sc_hd__clkdlybuf4s50_1" \
    post_synth_inst_count 36 \
    grt_overflow_total 0 \
    sequential_cell_area_um2 0 \
    all_layer_gr_usage_pct 2.47 \
    via_count 282 \
    maximum_clock_rate_mhz 579 \
    hold_path_class "input port to output port" \
    timing.final.max_slew_violations 0 \
    crit_path_max_fanout 8 \
    number_of_vias_per_cell_after_detailed_routing 2.91 \
    core-area_um2 3420 \
    synth_chip_area_um2 230 \
    drc_errors 0 \
    largest_net_degree_at_the_start_of_global_routing 11 \
    timing.critical_path.to_type "output port" \
    cp.required_ps 1440 \
    number_of_ports_placed_on_the_die_boundary 12 \
    crit_type "input port to output port" \
    max-vdd-ir-drop_mv 0.0278 \
    period_minus_slack_ps 1730 \
    path_cells "buf_4 -> buf_6 -> inv_1 -> buf_4 -> nand3_1 -> nand2_1 -> clkdlybuf4s50_1" \
    fin_tns_setup_ps 0 \
    yosysCellCount 36 \
    hold_slack_ps 1160 \
    grt_pass1_vias 267 \
    timing.final.hold_violations 0 \
    synth_area_per_cell_um2 6.40 \
    max_cap_viol_count 0 \
    post_dp_cell_area_um2 420 \
    crit_arrival_ps 1370 \
    grt_pass1_wl_um 1310 \
    fp.dieArea_um2 6400 \
    wl_per_cell_um 8.49 \
    final_cell_count_no_fill 97 \
    openroad.warnings 32 \
    synthesis.yosys.warnings 0 \
    vert_die_dim_um 80 \
    dpl.hpwl_um 685 \
    slowest_delay_ps 460 \
    port-buffer-count 11 \
    detail-route-antenna-nets 0 \
    nClkBuffers 0 \
    post_cts_hold_buffer_count 0 \
    synthToLayoutAreaGrowth_pct 96.7 \
    wl_um 824 \
    n_fill_cell 392 \
    routabilityCongestion 0.784 \
    cp_common_cell "sky130_fd_sc_hd__buf_4" \
    static-leakage-power_nw 0.211 \
    cell_area_after_synthesis_um2 230 \
    synthDistinctLibCells 21 \
    dp_cells 96 \
    floorplan_row_count 21 \
    initial_antenna_violation_count 0 \
    worst_setup_path_start_kind "input port" \
    share_of_the_yosys_chip_area_belonging_to_registers_pct 0 \
    layout.cell_area.non_filler_um2 453 \
    finalCoreUtilization_pct 13.3 \
    diodes 0 \
    mi_logic_area_um2 218 \
    rsz0062_at_grt "false" \
    pre_repair_dr_iteration_count 2 \
    power.density_cell_area_nw_per_um2 210 \
    fp.dieW_um 80 \
    timing.final.setup_violations 0 \
    min_period_over_period_pct 96.0 \
    detailedRoute.firstIterationViolations 21 \
    fraction_of_layout_instances_using_a_drive_strength_above_1_pct 45.1 \
    layout.sequential_cells 0 \
]
==> where the power goes <==
group	leakage, nW	internal [mW]	total [mW]	switching [mW]
Combinational	0.211	0.0574	0.0951	0.0376
Sequential	0	0	0	0
Clock	0	0	0	0
==> synthesized netlist by cell type (all sizes together), types with 2 or more instances <==
| library cell | instances | area (µm²) |
|---|---|---|
| nor2 | 4 | 15.0 |
| o211ai | 2 | 20.0 |
| nand2b | 3 | 33.8 |
| buf | 4 | 33.8 |
| nand2 | 5 | 18.8 |
| nor2b | 3 | 18.8 |
| o22ai | 2 | 12.5 |
| nand3 | 3 | 15.0 |
==> repair_timing <==
action,in CTS,in global routing
buffers inserted,0,1
setup endpoints to repair,7,3
gates resized,32,7
hold endpoints to repair,0,0
pin swaps,3,1
==> cell families (layout without fill, tap and decap cells) <==
family                 after synthesis  in the layout  synth area share (%)
other                                1              1                  1.63
buffers and inverters                6             21                  17.9
AND/OR/NAND/NOR                     20             20                  51.1
AND-OR/OR-AND                        9              9                  29.3
==> routing by layer <==
layer	routed length [µm]	track usage [%]	vias to the layer above	share of wire, %
met2	361	4.01	6	44
met5	0	0	-	0
li1	-	-	155	-
met1	417	3.43	121	51
met4	0	0	0	0
met3	46	0.568	0	5.6
==> through the flow <==
step / total power, mW / setup slack (ps)
2_1_floorplan: 0.0438 / 451
3_3_place_gp: 0.0934 / -564
3_5_place_dp: 0.0938 / -567
4_1_cts: 0.0940 / 0.659
5_1_grt: 0.106 / 8.47
6_report: 0.0951 / 72.8
==> final timing paths <==
check   start      to  slack [ps]  depth (start not counted)
max    bin[0]  hex[2]          70                          7
min    bin[3]  hex[4]        1160                          4
==> cells in the final DEF (no fill, tap or decap), types with 2 or more instances in the layout <==
| cell | n |
|---|---|
| sky130_fd_sc_hd__nor2_1 | 2 |
| sky130_fd_sc_hd__nand2b_4 | 2 |
| sky130_fd_sc_hd__nand2_1 | 5 |
| sky130_fd_sc_hd__dlygate4sd2_1 | 4 |
| sky130_fd_sc_hd__o22ai_1 | 2 |
| sky130_fd_sc_hd__nand3_1 | 3 |
| sky130_fd_sc_hd__nor2_2 | 2 |
| sky130_fd_sc_hd__buf_4 | 9 |
| sky130_fd_sc_hd__nor2b_4 | 2 |
| sky130_fd_sc_hd__clkdlybuf4s50_1 | 2 |
| sky130_fd_sc_hd__buf_6 | 3 |
==> layout make-up <==
cell class / count / area share [%]
inverters: 1 / 0.829
multi-input cells: 30 / 48.1
well taps: 46 / 12.7
repair buffers: 20 / 38.4
==> critical path: cells and delay by family <==
kind	cells	cell delay, ps
buffers and inverters	5	880
and+or+nand+nor	2	120
Power figures rest on the tool's default switching activity, not on a simulated workload.
